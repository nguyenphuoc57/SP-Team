**config.mk**
```make
export PLATFORM = sky130hd
export DESIGN_NAME = stride
export DESIGN_NICKNAME = stride
export VERILOG_FILES = /design/flow/design.v
export SDC_FILE = /design/flow/constraint.sdc
export NUM_CORES = 4
export LEC_CHECK = 1
export CORE_AREA = 10 10 106 106
export DIE_AREA = 0 0 116 116
```
**constraint.sdc**
```tcl
current_design stride

set clk_period 3.9
set clk_io_pct 0.2

create_clock -name clk0 -period $clk_period [get_ports {clk}]

set non_clock_inputs [all_inputs -no_clocks]
set_input_delay [expr $clk_period * $clk_io_pct] -clock clk0 $non_clock_inputs
set_output_delay [expr $clk_period * $clk_io_pct] -clock clk0 [all_outputs]
```
**design.v**
```verilog
module stride #(parameter stride=2'd2, parameter WIDTH=10'd32)(clk, reset,enable,valid);
input clk,reset;
input enable;
output reg valid;
reg [9:0]c,r;   
always @(negedge clk) begin
	if(~reset) begin
		c=10'd0;
		r=10'd0;
		end 
	else if (enable) begin  
		c=c+10'd1;
			if (c==WIDTH) begin
				c=10'd0;
				r=r+10'd1;
				if(r==WIDTH) begin
					r=10'd0;
					c=10'd0;
					end 
				end 
		end 
	end 	
always @* begin
	if(enable) begin
			if((r%stride==0) & (c%stride==0)) begin
				valid=1;
			end 
			else valid=0;
			end
	else valid=0;
end 
endmodule 
```
**run.sh**
```bash
#!/bin/bash
# OpenROAD 26Q1-2900-gdf79404cd8, Yosys 0.63+post, stock flow scripts
make -C /OpenROAD-flow-scripts/flow DESIGN_CONFIG=/design/flow/config.mk WORK_HOME=/design/flow/orfs finish
```
==> impl_metrics.tcl <==
# flow metrics
set metrics [dict create \
    flop_area_sq_um 400 \
    insertion_delay_ps 330 \
    grt_overflow 0 \
    combinationalPowerShare 0.039 \
    vias 994 \
    critPathKind "in2reg" \
    final_area_sq_mm 0.00152 \
    numSynthFlops 20 \
    switchingPower_w 0.000124 \
    synth.avg_cell_area_sq_um 8.88 \
    firstDrtPassIters 4 \
    setup_viol 0 \
    p_per_area_mw_per_mm2 287 \
    tightest_slew_ps 445 \
    synth.cell_area_sq_mm 0.00120 \
    ios 4 \
    endpoint_kind "register" \
    seqPwrFrac 0.480 \
    rsz0062_at_grt "true" \
    critPathRequiredTime_ps 2150 \
    crit_fanout 7 \
    warning_count 46 \
    clockBufferDepth 2 \
    grt_pass1_vias 939 \
    total_power_w 0.000436 \
    drive_above_1_share 0.113 \
    die_y_um 116 \
    routed_wl_um 2170 \
    p_clk_frac 0.481 \
    leakagePower_nw 0.612 \
    areaGrowthSynthToFinish_pct 26.5 \
    ctsHoldBuffers 0 \
    synth-edff-count 0 \
    antenna_left 0 \
    vdd_drop_max_uv 99.8 \
    synth-seq-area-share 0.334 \
    diodes 0 \
    placed_cells 245 \
    swShare 0.283 \
    fillers 980 \
    intPower_w 0.000312 \
    drc_errors 0 \
    yosys.area.top_type_share 0.334 \
    yosys_warnings 1 \
    top_cells_by_area "dfxtp_1 33%, and2_1 6.8%, xnor2_1 6.6%, nand2_1 5.6%, xor2_1 4.4%" \
    setup_slack_ps 24.9 \
    fin_skew_ps 10.3 \
    maxCapViolCount 0 \
    ys_cells 135 \
    hold_viol 0 \
    port_buffers 3 \
    cts_root_buf "clkbuf_8" \
    drv_slew 0 \
    ys_async_sr_fraction 0 \
    chip_area_sq_mm 0.0135 \
    grt_start_max_net_pins 26 \
    synthCells 135 \
    fp.dieW_um 116 \
    cts_setup_buffers 0 \
    flop_cell "dfxtp_1" \
    antenna_found_initial 0 \
    cts_tree "done" \
    htree_num_levels 1 \
    via_per_inst 3.72 \
    yosysChipArea_sq_mm 0.00120 \
    core-area_sq_mm 0.00885 \
    fp-utilization 0.135 \
    hold_path_class "reg2reg" \
    grt_pass1_wl_um 3870 \
    status "completed" \
    dp_slack_ps -365 \
    critPathLaunchType "primary input" \
    cts_sinks 20 \
    dpl-instance-area_sq_mm 0.00138 \
    rows 34 \
    ys_types 39 \
    gp_congestion 0.823 \
    clk_pin_slew_worst_paths_ps 30 \
    instances_no_fill 267 \
    cp.arrival_ps 2130 \
    grtUsageTotal 0.0337 \
    comb_area_sq_um 782 \
    slew_headroom 0.702 \
    place_hpwl_um 1490 \
    drtIter0Drc 47 \
    top_area_cell "dfxtp_1" \
    post_drt_wl_per_cell_um 8.14 \
    cts_buffers 3 \
]
-- through the flow --
stage / utilization / hold slack (ps) / TNS [ps]
global placement: 0.156 / 494 / -3270
floorplan: - / 471 / 0
detailed placement: 0.156 / 509 / -3420
global route: 0.171 / 568 / -34.7
finish: 0.171 / 519 / 0
CTS: 0.171 / 520 / 0
-- cells by family (layout without fill, tap and decap cells) --
group,count (synthesis),after routing,synth area share
AND-OR/OR-AND,14,14,0.0992
flip-flops,20,20,0.334
adder cells (fa/ha/maj),2,2,0.0209
buffers and inverters,8,32,0.0324
multiplexers,3,3,0.0251
AND/OR/NAND/NOR,73,73,0.379
XOR/XNOR,15,15,0.110
-- power by group through the flow --
stage	clock network, W	logic (W)	registers, W
6_report	0.000210	0.0000168	0.000209
5_1_grt	0.000252	0.0000187	0.000209
4_1_cts	0.000223	0.0000173	0.000209
-- per-layer routing --
| metal | part of all wire | wire (um) | vias up | GRT usage |
|---|---|---|---|---|
| li1 | - | - | 526 | - |
| met1 | 0.51 | 1110 | 445 | 0.0443 |
| met2 | 0.40 | 876 | 23 | 0.0432 |
| met3 | 0.084 | 183 | 0 | 0.0209 |
| met4 | 0 | 0 | 0 | 0.0133 |
| met5 | 0 | 0 | - | 0 |
-- worst max-delay path, stage by stage --
cell and delay [ps]:
clkdlybuf4s50_1 490, and3_4 200, nand3b_4 150, nor3_2 240, nand3_1 120, mux2i_1 140
-- Yosys cell counts, types with 3 or more instances --
| master | number |
|---|---|
| dfxtp_1 | 20 |
| nand2_1 | 18 |
| and2_1 | 13 |
| nand3_1 | 9 |
| xnor2_1 | 9 |
| xor2_1 | 6 |
| clkbuf_1 | 4 |
| nand4_1 | 4 |
| nor2_1 | 4 |
| nor3b_1 | 4 |
| and3_1 | 3 |
| mux2i_1 | 3 |
-- cells in the final DEF, fill, tap and decap left out, types with 6 or more instances in the layout --
master,netlist,final
nand2_1,18,18
nand3_1,9,9
dfxtp_1,20,20
and2_1,13,13
xnor2_1,9,9
xor2_1,6,6
inv_1,2,21
-- final timing paths --
check,startpoint,endpoint,slack (ps),depth (start not counted)
min reg2reg,r[1]$_SDFFE_NN0P_,r[1]$_SDFFE_NN0P_,520,2
max reg2reg,c[0]$_SDFFE_NN0P_,c[1]$_SDFFE_NN0P_,1850,7
min,r[1]$_SDFFE_NN0P_,r[1]$_SDFFE_NN0P_,520,2
max,enable,r[9]$_SDFFE_NN0P_,20,6
-- area by class of cell --
cell class                 instances  area share
timing repair buffer               8      0.0520
multi-input combinational        107       0.516
clock inverter                    20      0.0495
tap                              108      0.0891
inverter                           1     0.00248
sequential                        20       0.264
clock buffer                       3      0.0272
-- timing repair --
item	4_1_cts	5_1_grt
setup endpoints to repair	3	2
resized	4	0
cloned	0	0
pin swaps	2	0
-- sequential cells by signal, summed over array words and instances (netlist names) --
name / count
c: 10
r: 10
Power and IR drop assume default switching activity.

## design/flow/run.sh

```bash
#!/bin/bash
# OpenROAD 26Q1-2900-gdf79404cd8, Yosys 0.63+post, stock flow scripts
make -C /OpenROAD-flow-scripts/flow DESIGN_CONFIG=/design/flow/config.mk WORK_HOME=/design/flow/orfs finish
```

## design/flow/design.v

```verilog
module alu (clk,reset,enable,w1,w2,w3,w4,w5,w6,w7,w8,w9,k1,k2,k3,k4,k5,k6,k7,k8,k9,out,valid_out);
input [31:0] w1,w2,w3,w4,w5,w6,w7,w8,w9,k1,k2,k3,k4,k5,k6,k7,k8,k9;
input clk, enable,reset;
output [31:0] out;
output valid_out;
wire [31:0] p1,p2,p3,p4,p5,p6,p7,p8,p9;
wire [31:0] a1,a2,a3,a4,a5,x1,x2,x3,x4,x5;
counter #(.time_counter(4)) c1 (.clk(clk),.reset(reset) ,.lf_done(valid_out),.enable(enable));
fp_mul mul1(.A(k1),
				.B(w1),
				.C(p1),
				.enable(enable),
				.clk(clk)
				);
fp_mul mul2(.A(k2),
				.B(w2),
				.C(p2),
				.enable(enable),
				.clk(clk)
				);
fp_mul mul3(.A(k3),
				.B(w3),
				.C(p3),
				.enable(enable),
				.clk(clk)
				);
fp_mul mul4(.A(k4),
				.B(w4),
				.C(p4),
				.enable(enable),
				.clk(clk)
				);
fp_mul mul5(.A(k5),
				.B(w5),
				.C(p5),
				.enable(enable),
				.clk(clk)
				);
fp_mul mul6(.A(k6),
				.B(w6),
				.C(p6),
				.enable(enable),
				.clk(clk)
				);
fp_mul mul7(.A(k7),
				.B(w7),
				.C(p7),
				.enable(enable),
				.clk(clk)
				);
fp_mul mul8(.A(k8),
				.B(w8),
				.C(p8),
				.enable(enable),
				.clk(clk)
				);
fp_mul mul9(.A(k9),
				.B(w9),
				.C(p9),
				.enable(enable),
				.clk(clk)
				);	
fp_add add1(.A(p1),.B(p2),.C(a1),.enable(enable), .clk(clk));	
fp_add add2(.A(p3),.B(p4),.C(a2),.enable(enable), .clk(clk));		
fp_add add3(.A(p5),.B(p6),.C(a3),.enable(enable), .clk(clk));		
fp_add add4(.A(p7),.B(p8),.C(a4),.enable(enable), .clk(clk));	
fp_add add5(.A(p9),.B(32'b0),.C(a5),.enable(enable), .clk(clk));	
fp_add add6(.A(a1),.B(a2),.C(x1),.enable(enable), .clk(clk));	
fp_add add7(.A(a3),.B(a4),.C(x2),.enable(enable), .clk(clk));
fp_add add8(.A(a5),.B(32'b0),.C(x3),.enable(enable), .clk(clk));	
fp_add add9(.A(x1),.B(x2),.C(x4),.enable(enable), .clk(clk));		
fp_add add10(.A(x3),.B(32'b0),.C(x5),.enable(enable), .clk(clk));	
fp_add add11(.A(x4),.B(x5),.C(out),.enable(enable), .clk(clk));						
endmodule 
module conv2d (clk,reset,valid_in,data_in,kernel_in,load_kernel_done,data_out,valid_out,lf_done,w1,w2,w3,w4,w5,w6,w7,w8,w9,k1,k2,k3,k4,k5,k6,k7,k8,k9 );
input clk, reset, valid_in;
input [31:0] data_in,kernel_in;
output load_kernel_done,valid_out;
output [31:0] data_out;
output lf_done;
output [31:0] w1,w2,w3,w4,w5,w6,w7,w8,w9,k1,k2,k3,k4,k5,k6,k7,k8,k9;
wire [31:0] alu_out;
double_linebuffer dblb(.clk(clk),
						 .enable(valid_in), 
						 .reset(reset),
						 .in(data_in), 
						 .w1(w1),
						 .w2(w2),
						 .w3(w3),
						 .w4(w4),
						 .w5(w5),
						 .w6(w6),
						 .w7(w7),
						 .w8(w8),
						 .w9(w9),
						 .lf_done(lf_done)
						 );
kernel ker1(.clk(clk), 
				.kernel_in(kernel_in), 
		  .load_kernel_done(load_kernel_done), 
		  .reset(reset),
		  .k1(k1),
		  .k2(k2),
		  .k3(k3),
		  .k4(k4),
		  .k5(k5),
		  .k6(k6),
		  .k7(k7),
		  .k8(k8),
		  .k9(k9)
		  );
alu alu1(.clk(clk),
	  .reset(reset),
	  .enable(lf_done),
	  .w1(w1),
	  .w2(w2),
	  .w3(w3),
	  .w4(w4),
	  .w5(w5),
	  .w6(w6),
	  .w7(w7),
	  .w8(w8),
	  .w9(w9),
	  .k1(k1),
	  .k2(k2),
	  .k3(k3),
	  .k4(k4),
	  .k5(k5),
	  .k6(k6),
	  .k7(k7),
	  .k8(k8),
	  .k9(k9),
	  .out(alu_out),
	  .valid_out(valid_out)
	  );
relu rl(.in(alu_out), .out(data_out));
	  endmodule 
module counter #(parameter time_counter =10'd67)
						(clk,reset, lf_done,enable);
input clk, enable, reset;
output reg lf_done;
reg [9:0] i;
always @(negedge clk) begin
		if(~reset) begin
			i=10'd0;	
			lf_done=0;
		end
		else if (i < (time_counter-1)& enable) begin
			i=i+10'd1;
			lf_done=0;
			end
		else if (i==(time_counter-1) & enable) begin
			lf_done=1;
		end	
end
endmodule 
module dff_define (Q, clk, D,rstn);
  parameter WIDTH=32;
   output reg [WIDTH-1:0] Q;
   input  clk;
   input [WIDTH-1:0]  D;
	input rstn;
	always @(negedge clk or negedge rstn) begin
	if(~rstn ==1'b1) begin 
		Q<=0;
		end
	else Q<=D;
end
endmodule
module double_linebuffer (clk,enable, reset,in, w1,w2,w3,w4,w5,w6,w7,w8,w9,lf_done);
parameter DATA_WIDTH = 32;
input clk, enable,reset;
input [DATA_WIDTH-1:0] in;
output [DATA_WIDTH-1:0] w1,w2,w3,w4,w5,w6,w7,w8,w9;
output lf_done;
counter counter1(.clk(clk),.reset(reset), .lf_done(lf_done), .enable(enable));
dff_define dff9(.Q(w9), 
					 .clk(clk), 
					 .D(in),
					 .rstn(reset));
line lf1(	.clk(clk),
				.reset(reset),
				.datain(w9),
				.dataout(w6));
line lf2(	.clk(clk),
				.reset(reset),
				.datain(w6),
				.dataout(w3));		
dff_define dff1(.Q(w8), 
					 .clk(clk), 
					 .D(w9),
					 .rstn(reset)
					 );				
dff_define dff2(.Q(w7), 
					 .clk(clk), 
					 .D(w8),
					 .rstn(reset));
dff_define dff3(.Q(w5), 
					 .clk(clk), 
					 .D(w6),
					 .rstn(reset));
dff_define dff4(.Q(w4), 
					 .clk(clk), 
					 .D(w5),
					 .rstn(reset));
dff_define dff5(.Q(w2), 
					 .clk(clk), 
					 .D(w3),
					 .rstn(reset));
dff_define dff6(.Q(w1), 
					 .clk(clk), 
					 .D(w2),
					 .rstn(reset));
endmodule 
module fp_add (A,B,C,enable, clk);
input clk;
input [31:0] A,B;
input enable;
output reg [31:0] C;
reg [23:0] ManA, ManB;
reg [24:0] C1;
reg[7:0] expTemp;
reg [24:0] ManC;
reg [7:0] ea, eb;
always @(negedge clk) begin
if (!enable) begin
	C=32'b0;
	ManA = 0;
	ManB=0;
	ea=0;
	eb=0;
end 
else if (A==32'b0 && B==32'b0) begin
	C=32'b0;
end
else begin 
			ManA = {1'd1,A[22:0]};
			ManB= {1'd1,B[22:0]};
			ea= A[30:23];
			eb=B[30:23];	
if (ea< eb) begin     		 
		expTemp = eb - ea;
		ea = eb;
		ManA = ManA >> expTemp;
end 
else begin 											 
		expTemp= ea - eb;
		eb = ea;
		ManB = ManB >> expTemp;
end 
if (A[31]==B[31]) begin
	ManC=ManB + ManA;
   C[31] = A[31];
end
else 	if(ManA > ManB) begin 			    
				ManC= ManA-ManB;
				C[31]=A[31];
			end
else if (ManA < ManB) begin			 
				ManC=ManB - ManA;
				C[31]=B[31];
				end
else begin			 
					ManC = ManA-ManB;
					C[31] = 1'd0;
				end
if (ManC[24]==1) begin		
				C[22:0]=ManC[23:1];
				C[30:23]=ea+8'd1;
		end
		else if(ManC[23]==1) begin 					
				C[22:0]=ManC[22:0];
				C[30:23]=ea;
		end
		else if (ManC[22]==1) begin
					C[22:0]={ManC[21:0],1'd0};
					C[30:23]=ea-8'd1;
				end
		else if (ManC[21]==1) begin
					C[22:0]={ManC[20:0],2'd0};
					C[30:23]=ea-8'd2;	
				end
		else if (ManC[20]==1) begin
					C[22:0]={ManC[19:0],3'd0};
					C[30:23]=ea-8'd3;	
				end
		else if (ManC[19]==1) begin
					C[22:0]={ManC[18:0],4'd0};
					C[30:23]=ea-8'd4;
				end
		else if (ManC[18]==1) begin
					C[22:0]={ManC[17:0],5'd0};
					C[30:23]=ea-8'd5;
				end
		else if (ManC[17]==1) begin
					C[22:0]={ManC[16:0],6'd0};
					C[30:23]=ea-8'd6;
				end		
		else if (ManC[16]==1) begin
					C[22:0]={ManC[15:0],7'd0};
					C[30:23]=ea-8'd7;
				end		
		else if (ManC[15]==1) begin
					C[22:0]={ManC[14:0],8'd0};
					C[30:23]=ea-8'd8;
				end
		else if (ManC[14]==1) begin
					C[22:0]={ManC[13:0],9'd0};
					C[30:23]=ea-8'd9;
				end
		else if (ManC[13]==1) begin
					C[22:0]={ManC[12:0],10'd0};
					C[30:23]=ea-8'd10;
				end
		else if (ManC[12]==1) begin
					C[22:0]={ManC[11:0],11'd0};
					C[30:23]=ea-8'd11;
				end
		else if (ManC[11]==1) begin
					C[22:0]={ManC[10:0],12'd0};
					C[30:23]=ea-8'd12;
				end
		else if (ManC[10]==1) begin
					C[22:0]={ManC[9:0],13'd0};
					C[30:23]=ea-8'd13;
				end
		else if (ManC[9]==1) begin
					C[22:0]={ManC[8:0],14'd0};
					C[30:23]=ea-8'd14;
				end
		else if (ManC[8]==1) begin
					C[22:0]={ManC[7:0],15'd0};
					C[30:23]=ea-8'd15;
				end
		else if (ManC[7]==1) begin
					C[22:0]={ManC[6:0],16'd0};
					C[30:23]=ea-8'd16;
				end
		else if (ManC[6]==1) begin
					C[22:0]={ManC[5:0],17'd0};
					C[30:23]=ea-8'd17;
				end
		else if (ManC[5]==1) begin
					C[22:0]={ManC[4:0],18'd0};
					C[30:23]=ea-8'd18;
				end
		else if (ManC[4]==1) begin
					C[22:0]={ManC[3:0],19'd0};
					C[30:23]=ea-8'd19;
				end
		else if (ManC[3]==1) begin
					C[22:0]={ManC[2:0],20'd0};
					C[30:23]=ea-8'd20;
				end
		else if (ManC[2]==1) begin
					C[22:0]={ManC[1:0],21'd0};
					C[30:23]=ea-8'd21;
				end
		else if (ManC[1]==1) begin
					C[22:0]={ManC[0],22'd0};
					C[30:23]=ea-8'd22;
				end
		else if (ManC[0]==1) begin
					C[22:0]={23'd0};
					C[30:23]=ea-8'd23;
				end
		else C[30:0]=31'b0;			
end
end
endmodule 
module fp_mul (A,B,C,enable,clk);
input [31:0] A,B;
input enable,clk;
output reg [31:0] C;
 reg [47:0] C1;
 reg [23:0] manA,manB;
always @(posedge clk) begin
  if(!enable) begin
  end
 else  if(enable) begin
		if(A==32'd0 && B==32'd0) begin
		C=32'd0;
		end
		else begin
		C[31] = (A[31]-B[31]==0)?1'b0:1'b1;   
		C[30:23] = A[30:23] + B[30:23] - 8'd127;  
		manA= {1'd1,A[22:0]};				 
		manB={1'd1,B[22:0]};
		C1 = manA * manB;
					if (C1[47]==1'b1)begin		 
						C[30:23]=C[30:23]+8'd1;
						C[22:0] =C1[46:24];
						end
					else if (C1[46]==1'b1) begin		
					C[22:0] = C1[45:23];
						end
			end
		end
end
endmodule 
module kernel (clk, kernel_in, load_kernel_done, reset,k1,k2,k3,k4,k5,k6,k7,k8,k9);
input clk, reset;
input [31:0] kernel_in;
output reg load_kernel_done;
output [31:0] k1,k2,k3,k4,k5,k6,k7,k8,k9;
reg [31:0] in [8:0];
reg [3:0] i;
always @(negedge clk) begin
	if(~reset) begin
		i=0;
		load_kernel_done=0;
	end
	else if (i<4'd9) begin
	in[i]=kernel_in;
	load_kernel_done=0;
	i=i+4'd1;
end
	if(i==4'd9) begin
	load_kernel_done=1;
	end
end
		assign k1=in[0];
		assign k2=in[1];
		assign k3=in[2];
		assign k4=in[3];
		assign k5=in[4];
		assign k6=in[5];
		assign k7=in[6];
		assign k8=in[7];
		assign k9=in[8];
endmodule 
module line	#(parameter size_buffer = 32)(clk,reset,datain,dataout);
input clk,reset;
input [31:0]datain;
output [31:0]dataout;
wire [31:0] Q1 [size_buffer-1:0];
dff_define d0(.Q(Q1[0]), .clk(clk), .D(datain),.rstn(reset));
dff_define d1(.Q(Q1[1]), .clk(clk), .D(Q1[0]),.rstn(reset));
dff_define d2(.Q(Q1[2]), .clk(clk), .D(Q1[1]),.rstn(reset));
dff_define d3(.Q(Q1[3]), .clk(clk), .D(Q1[2]),.rstn(reset));
dff_define d4(.Q(Q1[4]), .clk(clk), .D(Q1[3]),.rstn(reset));
dff_define d5(.Q(Q1[5]), .clk(clk), .D(Q1[4]),.rstn(reset));
dff_define d6(.Q(Q1[6]), .clk(clk), .D(Q1[5]),.rstn(reset));
dff_define d7(.Q(Q1[7]), .clk(clk), .D(Q1[6]),.rstn(reset));
dff_define d08(.Q(Q1[8]), .clk(clk), .D(Q1[7]),.rstn(reset));
dff_define d09(.Q(Q1[9]), .clk(clk), .D(Q1[8]),.rstn(reset));
dff_define d10(.Q(Q1[10]), .clk(clk), .D(Q1[9]),.rstn(reset));
dff_define d11(.Q(Q1[11]), .clk(clk), .D(Q1[10]),.rstn(reset));
dff_define d12(.Q(Q1[12]), .clk(clk), .D(Q1[11]),.rstn(reset));
dff_define d13(.Q(Q1[13]), .clk(clk), .D(Q1[12]),.rstn(reset));
dff_define d14(.Q(Q1[14]), .clk(clk), .D(Q1[13]),.rstn(reset));
dff_define d15(.Q(Q1[15]), .clk(clk), .D(Q1[14]),.rstn(reset));
dff_define d16(.Q(Q1[16]), .clk(clk), .D(Q1[15]),.rstn(reset));
dff_define d17(.Q(Q1[17]), .clk(clk), .D(Q1[16]),.rstn(reset));
dff_define d18(.Q(Q1[18]), .clk(clk), .D(Q1[17]),.rstn(reset));
dff_define d19(.Q(Q1[19]), .clk(clk), .D(Q1[18]),.rstn(reset));
dff_define d20(.Q(Q1[20]), .clk(clk), .D(Q1[19]),.rstn(reset));
dff_define d21(.Q(Q1[21]), .clk(clk), .D(Q1[20]),.rstn(reset));
dff_define d22(.Q(Q1[22]), .clk(clk), .D(Q1[21]),.rstn(reset));
dff_define d23(.Q(Q1[23]), .clk(clk), .D(Q1[22]),.rstn(reset));
dff_define d24(.Q(Q1[24]), .clk(clk), .D(Q1[23]),.rstn(reset));
dff_define d25(.Q(Q1[25]), .clk(clk), .D(Q1[24]),.rstn(reset));
dff_define d26(.Q(Q1[26]), .clk(clk), .D(Q1[25]),.rstn(reset));
dff_define d27(.Q(Q1[27]), .clk(clk), .D(Q1[26]),.rstn(reset));
dff_define d28(.Q(Q1[28]), .clk(clk), .D(Q1[27]),.rstn(reset));
dff_define d29(.Q(Q1[29]), .clk(clk), .D(Q1[28]),.rstn(reset));
dff_define d30(.Q(Q1[30]), .clk(clk), .D(Q1[29]),.rstn(reset));
dff_define d31(.Q(Q1[31]), .clk(clk), .D(Q1[30]),.rstn(reset));
assign dataout = Q1[size_buffer-1];
endmodule
module relu (in, out );
input [31:0] in;
output reg [31:0] out;
always @* begin
	if(in[31]) out=32'b0;
	else out=in;
end
endmodule 
```

## design/flow/config.mk

```make
export PLATFORM = sky130hd
export DESIGN_NAME = conv2d
export DESIGN_NICKNAME = conv2d
export VERILOG_FILES = /design/flow/design.v
export SDC_FILE = /design/flow/constraint.sdc
export NUM_CORES = 4
export LEC_CHECK = 1
export CORE_UTILIZATION = 40
```

## design/flow/constraint.sdc

```tcl
current_design conv2d

set clk_period 41.8
set clk_io_pct 0.2

create_clock -name clk0 -period $clk_period [get_ports {clk}]

set non_clock_inputs [all_inputs -no_clocks]
set_input_delay [expr $clk_period * $clk_io_pct] -clock clk0 $non_clock_inputs
set_output_delay [expr $clk_period * $clk_io_pct] -clock clk0 [all_outputs]
```

==> results_dict.tcl <==
# implementation run metrics
set metrics [dict create \
    crit_path_top_delay_cell "buf_4" \
    worstHoldEndpoint "dblb.lf2.d12.Q[16]" \
    synth_stat.cells 45100 \
    hold_buffers 0 \
    fill_cells 90200 \
    tightest_slew_ps 1060 \
    min-delay-start "dblb.lf2.d11.Q[16]" \
    clkTransAtPathRegs_ps 40 \
    rr_startpoint "alu1.mul5.C[23]" \
    grt_first_pass_wirelength_um 2210000 \
    worstSkewPairLatency_ps 990 \
    ys_warn_count 8 \
    synth-edff-count 576 \
    final-instance-count-excl-fill 58200 \
    ff_type "dfrtn_1" \
    top_cells_by_area "fa_1 (23%), dfrtn_1 (14%), ha_1 (9.2%)" \
    post_cts_buffers 0 \
    io_buffers 676 \
    dpl.hpwl_um 1040000 \
    htree_levels 5 \
    routed_wl_um 1460000 \
    max_cap_violations 0 \
    max_slew_margin_pct 27.5 \
    hold_viol 0 \
    crit_arrival_ps 12940 \
    top_cells_by_count "inv_1 (5959), nand2_1 (5750), fa_1 (4387)" \
    overflow 0 \
    crit_chain "buf_16, buf_4, buf_4, buf_4, buf_4, buf_4, buf_4" \
    setup_tns_ps 0 \
    setup_viol 0 \
    grt_max_degree 144 \
    powerDensity_nw_per_um2 41.4 \
    syn-cell-area_um2 384000 \
    min_delay_path_depth 0 \
    combPwrFrac_pct 60.1 \
    grt_setup_unrepaired "false" \
    p_sw_share_pct 45.1 \
    die_y_um 982 \
    ys_types 118 \
    coreArea_um2 957000 \
    cts_made_buffers 341 \
    yosys-stat-area_um2 384000 \
    antenna_found_initial 74 \
    crit_buf_inv 7 \
    maxSlewViolCount 0 \
    die_x_um 982 \
    crit_family "buffers and inverters" \
    post-route-util_pct 44.2 \
    grt_pass1_vias 344000 \
    synth_flops 3099 \
    synthCells 45100 \
    cp_data_required_time_ps 21920 \
    path_class "in2async" \
    num_rows 359 \
    cts_root_buffer "clkbuf_16" \
    flop_area_um2 78500 \
    min_path_type "reg2reg" \
    num_vias 338000 \
    pwr-share-seq_pct 20.3 \
    cts_buffer_depth 4 \
    postLayoutCellArea_um2 423000 \
    end_kind "asynchronous set/reset pin" \
    drt-pass1-iter-count 10 \
    path_max_fanout 77 \
    cp_common_cell "buf_4" \
    p_int_mw 9.61 \
    grt_usage_pct 31.5 \
    worstSetupStartpointType "input port" \
    p_switching_mw 7.90 \
    ant_nets 0 \
    ios 678 \
    mi_logic_area_um2 273000 \
    post_cts_resized 0 \
    clkPwrFrac_pct 19.6 \
    place_area_um2 408000 \
    worst_r2r_endpoint "alu1.add3.C[20]" \
    leakage_nw 197 \
    critPathMaxStageDelay_ps 740 \
    syn2layout_area_growth_pct 9.94 \
    peakVddDrop_v 0.000141 \
    drive_above_1_share_pct 5.83 \
    cts_tree "yes" \
    outcome "completed" \
    drt-initial-drc-count 30000 \
    ys_seq_share_pct 20.4 \
    viasPerCell 5.81 \
    cts.sinks 3099 \
    warnings 1545 \
    dpl.cell_count 56700 \
    synth-async-reset-ratio_pct 69.2 \
    post_drt_wl_per_cell_um 25.1 \
    largest_register_ffs 288 \
    power_mw 17.5 \
    routabilityCongestion 0.991 \
    die_area_um2 965000 \
    top_area_share_pct 22.8 \
    rr_worst_depth 38 \
    yosys.area.top_type "fa_1" \
    ff2ff_setup_slack_ps 9440 \
    top_cell "inv_1" \
    fp-utilization_pct 40.2 \
    finClkSkew_ps 131 \
    avgSynthCellArea_um2 8.52 \
    drcViolationCount 0 \
]
[placed cells by master, fill, tap and decap left out, types with 564 or more instances in the layout]
cell	count
nor2_1	2370
edfxtp_1	576
nand3_1	808
dfrtn_1	2144
and2_1	2068
a211oi_1	564
nand2_1	5747
fa_1	4387
mux2i_1	673
xnor2_1	881
inv_1	6633
o21ai_0	1791
ha_1	2841
clkdlybuf4s50_1	643
nor3_1	894
buf_4	1447
a21oi_1	2576
[worst register-to-register path: cells and delay by family (launching register included)]
family          cells  cell delay, ps
fa+ha+maj           3             940
mux                 2             390
buf+inv             6            1420
flops               1             460
simple gates       11            3580
compound gates     16            4570
[power groups by stage]
| stage | Clock [mW] | Sequential (mW) | Combinational, mW |
|---|---|---|---|
| final | 3.44 | 3.56 | 10.5 |
| after CTS | 3.53 | 3.56 | 10.5 |
| after global routing | 3.69 | 3.56 | 11.9 |
[final cells by class]
type / instances / area share (%)
clock inverter: 853 / 1.13
sequential: 3099 / 18.6
inverter: 6003 / 5.33
tap: 12600 / 3.74
multi-input combinational: 32900 / 64.7
timing repair buffer: 2129 / 4.17
antenna: 131 / 0.0776
clock buffer: 445 / 2.27
[logic make-up (layout without fill, tap and decap cells)]
logic type      after synthesis  count (layout)  synth area share [%]
xor+xnor                   1201            1201                  2.75
compound gates             9758            9758                  16.8
mux                         739             739                  1.96
buf+inv                    9148            9430                  8.97
flops                      3099            3099                  20.4
other cells                   1             132              0.000975
fa+ha+maj                  7228            7228                  32.1
simple gates              14000           14000                  17.0
[layer usage]
layer	part of all wire, %	track usage (%)	vias to the layer above	routed length, um
met5	0.068	0.528	-	987
met1	39	42.2	164000	568000
li1	-	-	151000	-
met4	5.2	12.9	34	75600
met2	43	45.5	18900	628000
met3	13	14.4	3825	189000
[worst max path at each step]
stage         slack (ps)                  to  depth (start not counted)  start
CTS                 8810  dblb.lf2.d31.Q[14]                          7  reset
global route        8220   dblb.lf2.d31.Q[5]                          7  reset
finish              8980  dblb.lf2.d31.Q[14]                          7  reset
[metrics by stage]
| step | hold WS, ps | setup slack [ps] |
|---|---|---|
| 6_report | 240 | 8980 |
| 5_1_grt | 249 | 8220 |
| 4_1_cts | 234 | 8810 |
| 3_5_place_dp | 295 | 7880 |
| 3_3_place_gp | 292 | 7970 |
| 2_1_floorplan | 292 | 8630 |
No activity file was given, so power comes from the tool's default toggle rates.

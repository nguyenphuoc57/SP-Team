### config.mk
export PLATFORM = sky130hd
export DESIGN_NAME = max_4to1
export DESIGN_NICKNAME = max_4to1
export VERILOG_FILES = /design/flow/design.v
export SDC_FILE = /design/flow/constraint.sdc
export NUM_CORES = 4
export LEC_CHECK = 1
export CORE_UTILIZATION = 40
### constraint.sdc
current_design max_4to1

set clk_period 6.7
set clk_io_pct 0.2

create_clock -name clk0 -period $clk_period [get_ports {clk}]

set non_clock_inputs [all_inputs -no_clocks]
set_input_delay [expr $clk_period * $clk_io_pct] -clock clk0 $non_clock_inputs
set_output_delay [expr $clk_period * $clk_io_pct] -clock clk0 [all_outputs]
### design.v
module max(clk, valid_in,enable,in1,in2,max_out);
input clk, enable,valid_in;
input [31:0]  in1,in2;
output reg [31:0]max_out;
always @(posedge clk) begin
	if(~enable) begin
		max_out=32'd0;
	end
	else if(valid_in) begin
			if		  (in1[31]< in2[31] ) max_out=in1;
			else if (in1[31] > in2[31]) max_out=in2;
			else if (in1[30:0]==in2[30:0]) max_out=in1;
			else if (in1[30:0] < in2[30:0]) max_out=in2;
			else if (in1[30:0] > in2[30:0]) max_out=in1;
	end 
end
endmodule 
module max_4to1(clk,read, valid_in, enable, w1,w2,w3,w4,out);
input clk, valid_in,enable;
input [31:0]  w1, w2, w3, w4;
input read;
output reg [31:0]out;
wire [31:0] max1, max2,max3;
always @(posedge clk) begin
	if(read) out=max3;
	else out=32'b0;
end
max m1(	.clk(clk), 
			.enable(enable),
			.valid_in(valid_in),
			.in1(w1),
			.in2(w2),
			.max_out(max1));
max m2 (	.clk(clk),
			.valid_in(valid_in),
			.enable (enable),
			.in1(w3),
			.in2(w4),
			.max_out(max2)
			);
max m3(  .clk(clk),
			.valid_in(valid_in),
			.enable(enable),
			.in1(max1),
			.in2(max2),
			.max_out(max3)
			);
endmodule 
### run.sh
#!/bin/bash
# OpenROAD 26Q1-2900-gdf79404cd8, Yosys 0.63+post, stock flow scripts
make -C /OpenROAD-flow-scripts/flow DESIGN_CONFIG=/design/flow/config.mk WORK_HOME=/design/flow/orfs finish
==> impl_metrics.json <==
{
  "outcome": "completed",
  "die_h_microns": 138,
  "overflow": 0,
  "leakage_uw": 0.00425,
  "finalCritPeriodShare": 0.600,
  "ys_sh_xor": 0,
  "warnings": 25,
  "arrival_ns": 4.38,
  "slew_violations": 0,
  "track_usage": 0.223,
  "cts_tree": "done",
  "avgSynthCellArea_sq_um": 8.76,
  "core-area_sq_um": 18100,
  "antenna_found_initial": 0,
  "drcViolationCount": 0,
  "simple_gate_share": 0.102,
  "clock_path_buffers": 2,
  "syn_to_final_growth_pct": 31.3,
  "synthFlopType": "dfxtp_1",
  "rows": 49,
  "vdd_drop_max_v": 0.000169,
  "chipArea_sq_um": 19100,
  "tns_ns": 0,
  "grt_max_degree": 64,
  "grt_pass1_wl_mm": 33.0,
  "endpoint": "m2.max_out[15]$_SDFFE_PN0P_",
  "final_util": 0.540,
  "drive_gt1_frac": 0.0530,
  "period_needed_ns": 4.02,
  "die_w_microns": 138,
  "grt_pass1_vias": 6309,
  "cts_resized": 0,
  "fin_cells": 1229,
  "edf_count": 0,
  "ys_ff": 128,
  "grt_setup_unrepaired": "false",
  "num-fill-cells": 1621,
  "fmax_mhz": 249,
  "dp.cells": 1198,
  "drt_pass1_iterations": 28,
  "clock_latency_ns": 0.42,
  "cts_made_buffers": 17,
  "dp_hpwl_mm": 14.6,
  "reg2regPathDepth": 10,
  "postCtsHoldBufs": 0,
  "maxCapViolCount": 0,
  "aoi_share": 0.269,
  "powerDensity_nw_per_um2": 232,
  "synth_area_sq_um": 7440,
  "ys_warn_count": 2,
  "htreeDepth": 4,
  "hold_class": "reg2reg",
  "skew_ns": 0.00868,
  "floorplan.core_util": 0.411,
  "synth_top_area_share": 0.345,
  "post_drt_wl_per_cell_microns": 16.4,
  "ys_types": 44,
  "vias": 6479,
  "ys_cells": 849,
  "async_flop_share": 0,
  "top_area_cell": "dfxtp_1",
  "topCombFamilyByArea": "AND-OR/OR-AND gates",
  "synth_dominant_cell_count": "dfxtp_1",
  "drtIter0Drc": 368,
  "power_uw": 2270,
  "adder_share": 0.156,
  "yosysSeqAreaShare": 0.345,
  "path_max_fanout": 22,
  "r2r-end": "m3.max_out[20]$_SDFFE_PN0P_",
  "cts_setup_buffers": 0,
  "ant_nets": 0,
  "cp_data_required_time_ns": 7.06,
  "setup_viol": 0,
  "portBuffers": 163,
  "viasPerCell": 5.27,
  "reg2reg_from": "m2.max_out[18]$_SDFFE_PN0P_",
  "globalplace.congestion": 0.833,
  "r2r_slack_ns": 3.56,
  "cts.clk_slew.worst_paths_ns": 0.06,
  "diodes": 0,
  "root_buffer": "clkbuf_16",
  "worstSetupPathType": "in2reg",
  "topCellsByArea": "dfxtp_1, ha_1, o21ai_0",
  "synthCells": 849,
  "end_kind": "register",
  "drt-total-wl_mm": 20.1,
  "ys_area_sq_um": 7440,
  "holdPathStages": 1,
  "hold_viol": 0,
  "ys_sh_mux": 0.0417,
  "cts.sinks": 128,
  "top_cells_by_count": "dfxtp_1, o21ai_0, inv_1",
  "worst_slew_pin_slew_ns": 0.813,
  "crit_start": "w4[30]",
  "start_kind": "primary input",
  "relSlewSlack": 0.458,
  "num_io_pins": 164
}
power by group:
part	switching [uW]	total, uW	internal (uW)
Sequential	41.5	862	821
Combinational	240	484	244
Clock	340	922	582
through the flow:
stage | area, sq um | setup WS [ns] | hold WS, ns
final | 9760 | 2.68 | 0.445
after global routing | 9760 | 2.40 | 0.457
after CTS | 9760 | 2.70 | 0.446
after detailed placement | 9170 | 2.29 | 0.434
after global placement | 9170 | 2.24 | 0.431
after floorplan | 7440 | 3.51 | 0.424
worst min path at each step:
| stage | startpoint | end | slack (ns) |
|---|---|---|---|
| finish | m3.max_out[2]$_SDFFE_PN0P_ | out[2]$_SDFF_PN0_ | 0.45 |
| global route | m3.max_out[4]$_SDFFE_PN0P_ | out[4]$_SDFF_PN0_ | 0.46 |
| CTS | m3.max_out[5]$_SDFFE_PN0P_ | out[5]$_SDFF_PN0_ | 0.45 |
worst max-delay path: stages:
cell and delay, ns:
clkdlybuf4s50_1 0.49, inv_1 0.05, ha_1 0.33, nand4_1 0.24, nor4_1 0.51, a221oi_1 0.16
o221ai_1 0.15, nand2_1 0.12, nand3_1 0.35, buf_4 0.37, o221a_1 0.25
area by class of cell:
class / count / area, sq um / share of cell area
inverters: 102 / 383 / 0.0392
repair buffers: 173 / 1700 / 0.174
clock buffers: 21 / 480 / 0.0492
clock inverters: 10 / 110 / 0.0113
multi-input cells: 566 / 4240 / 0.434
well taps: 229 / 287 / 0.0294
flip-flops and latches: 128 / 2560 / 0.262
sequential cells by signal, indices dropped and copies added (netlist names):
| name | cells |
|---|---|
| out | 32 |
| m3.max_out | 32 |
| m2.max_out | 32 |
| m1.max_out | 32 |
cell families after synthesis:
| family | Yosys count |
|---|---|
| DFF | 128 |
| muxes | 31 |
| AOI/OAI and AO/OA | 309 |
| adders and majority gates | 93 |
| and+or+nand+nor | 133 |
| buffers and inverters | 155 |
layout by cell type (no fill, tap or decap), types with 6 or more instances in the layout:
master,Yosys,final
a21o_1,15,15
a21oi_1,70,70
a31oi_1,31,31
and2_1,34,34
buf_4,0,11
clkbuf_16,0,17
clkdlybuf4s50_1,0,161
dfxtp_1,128,128
ha_1,93,93
inv_1,102,102
mux2i_1,31,31
nand2_1,25,25
nand3_1,6,6
nand4_1,14,14
nor2_1,8,8
o21a_1,30,30
o21ai_0,113,113
o221a_1,30,30
or3_1,31,31
per-layer routing:
layer	vias up	wire length [microns]	GRT usage
li1	3337	-	-
met1	2957	9690	0.341
met2	164	8830	0.335
met3	21	1210	0.0459
met4	0	421	0.0432
met5	-	0	0
Power figures rest on the tool's default switching activity, not on a simulated workload.
